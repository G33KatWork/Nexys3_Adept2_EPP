File: flow/run.sh
#!/bin/bash
# OpenROAD 26Q1-2900-gdf79404cd8, Yosys 0.63+post, stock flow scripts
make -C /OpenROAD-flow-scripts/flow DESIGN_CONFIG=/design/flow/config.mk WORK_HOME=/design/flow/orfs finish
File: flow/config.mk
export PLATFORM = sky130hd
export DESIGN_NAME = system
export DESIGN_NICKNAME = system
export VERILOG_FILES = /design/flow/design.v
export SDC_FILE = /design/flow/constraint.sdc
export NUM_CORES = 4
export LEC_CHECK = 1
export CORE_UTILIZATION = 30
File: flow/constraint.sdc
current_design system

set clk_period 2.5
set clk_io_pct 0.2

create_clock -name clk0 -period $clk_period [get_ports {clk}]

set non_clock_inputs [all_inputs -no_clocks]
set_input_delay [expr $clk_period * $clk_io_pct] -clock clk0 $non_clock_inputs
set_output_delay [expr $clk_period * $clk_io_pct] -clock clk0 [all_outputs]
File: flow/design.v
`timescale 1 ns / 100 ps
module epp (
   input clk,
   input rst_n,
   input EppAstb,    
   input EppDstb,    
   output EppWait,
   input EppWr,
   inout [7:0] EppDB,
   output reg [7:0] reg_data1,
   output reg [7:0] reg_data2,
   output reg [7:0] reg_data3,
   output reg [7:0] reg_data4
);
parameter s_ready           = {4'd0,   1'b0,  1'b0,  1'b0,  1'b0};
parameter s_addressWriteA   = {4'd1,   1'b0,  1'b1,  1'b0,  1'b0};
parameter s_addressWriteB   = {4'd2,   1'b0,  1'b0,  1'b0,  1'b1};
parameter s_addressReadA    = {4'd3,   1'b0,  1'b0,  1'b1,  1'b0};
parameter s_addressReadB    = {4'd4,   1'b0,  1'b0,  1'b1,  1'b1};
parameter s_dataWriteA      = {4'd5,   1'b1,  1'b0,  1'b0,  1'b0};
parameter s_dataWriteB      = {4'd6,   1'b0,  1'b0,  1'b0,  1'b1};
parameter s_dataReadA       = {4'd7,   1'b0,  1'b0,  1'b1,  1'b0};
parameter s_dataReadB       = {4'd8,   1'b0,  1'b0,  1'b1,  1'b1};
reg [7:0] cur_state;
reg [7:0] next_state;
wire ctlEppWait;
wire ctlEppDir;
wire ctlEppAwr;
wire ctlEppDwr;
assign ctlEppWait = cur_state[0];
assign ctlEppDir  = cur_state[1];
assign ctlEppAwr  = cur_state[2];
assign ctlEppDwr  = cur_state[3];
assign EppWait = ctlEppWait;
reg [7:0] epp_out;
assign EppDB = (EppWr == 1 && ctlEppDir == 1) ? epp_out : 8'bz;
reg [1:0] reg_addr;
always @(reg_addr or reg_data1 or reg_data2 or reg_data3 or reg_data4) begin
    case(reg_addr)
        2'b00: epp_out <= reg_data1;
        2'b01: epp_out <= reg_data2;
        2'b10: epp_out <= reg_data3;
        2'b11: epp_out <= reg_data4;
    endcase
end
always @(posedge clk or negedge rst_n) begin
    if(~rst_n) begin
        reg_addr <= 2'b00;
    end else begin
        if(ctlEppAwr == 1)
            reg_addr <= EppDB[1:0];
    end
end
always @(posedge clk or negedge rst_n) begin
    if(~rst_n) begin
        reg_data1 <= 8'd0;
        reg_data2 <= 8'd0;
        reg_data3 <= 8'd0;
        reg_data4 <= 8'd0;
    end else begin
        if(ctlEppDwr == 1 && reg_addr == 0)
            reg_data1 <= EppDB;
        else if(ctlEppDwr == 1 && reg_addr == 1)
            reg_data2 <= EppDB;
        else if(ctlEppDwr == 1 && reg_addr == 2)
            reg_data3 <= EppDB;
        else if(ctlEppDwr == 1 && reg_addr == 3)
            reg_data4 <= EppDB;
    end
end
always @(posedge clk or negedge rst_n) begin
    if(~rst_n) begin
        cur_state <= s_ready;
        next_state <= s_ready;
    end else begin
        case(cur_state)
            s_ready:
                if(EppAstb == 0)
                    if(EppWr == 0)
                        next_state <= s_addressWriteA;
                    else
                        next_state <= s_addressReadA;
                else if(EppDstb == 0)
                    if(EppWr == 0)
                        next_state <= s_dataWriteA;
                    else
                        next_state <= s_dataReadA;
                else
                    next_state <= s_ready;
            s_addressWriteA:
                next_state <= s_addressWriteB;
            s_addressWriteB:
                if(EppAstb == 0)
                    next_state <= s_addressWriteB;
                else
                    next_state <= s_ready;
            s_addressReadA:
                next_state <= s_addressReadB;
            s_addressReadB:
                if(EppAstb == 0)
                    next_state <= s_addressReadB;
                else
                    next_state <= s_ready;
            s_dataWriteA:
                next_state <= s_dataWriteB;
            s_dataWriteB:
                if(EppDstb == 0)
                    next_state <= s_dataWriteB;
                else
                    next_state <= s_ready;
            s_dataReadA:
                next_state <= s_dataReadB;
            s_dataReadB:
                if(EppDstb == 0)
                    next_state <= s_dataReadB;
                else
                    next_state <= s_ready;
            default:
                next_state <= s_ready;
        endcase
        cur_state <= next_state;
    end
end
endmodule
`timescale 1 ns / 100 ps
module system (
   input clk,
   input btns,
   output [7:0] Led,
   input EppAstb,    
   input EppDstb,    
   output EppWait,
   input EppWr,
   inout [7:0] EppDB
);
wire rst_n;
assign rst_n = ~btns;
wire [7:0] data1;
wire [7:0] data2;
wire [7:0] data3;
wire [7:0] data4;
assign Led = data2;
epp epp_inst(
    .clk(clk),
    .rst_n(rst_n),
    .EppAstb(EppAstb),
    .EppDstb(EppDstb),
    .EppWait(EppWait),
    .EppWr(EppWr),
    .EppDB(EppDB),
    .reg_data1(data1),
    .reg_data2(data2),
    .reg_data3(data3),
    .reg_data4(data4)
);
endmodule
==> summary.rpt <==
RUN METRICS
----------------------------------------------------
[Status]
  Run status ........................ did not finish
  Failing step ........................ clock tree synthesis
  Error that ended the run ........................ [error] [KeplerFormal.cpp:679] Workflow failed: Iso has multiple drivers: .EppDB0, _080_.X0

[Synth]
  Cell count listed in synth_stat.txt ........................ 134
  Ys flops ........................ 50
  Yosys chip area ........................ 0.00190 sq mm
  Syn Std Cell Area ........................ approximately 0.0019 sq mm
  Synthesized area per cell ........................ 14.2 sq um
  Gate Count Post-Synth ........................ 134
  Distinct cell type count of the synthesized netlist ........................ 33
  Yosys Warn Count ........................ 2
  Share of synthesized area occupied by flip-flops and latches ........................ 0.659

[Clock tree]
  Post-cts sizing count ........................ 0
  Cts hold-fix bufs ........................ 0
  Clk root buf ........................ sky130_fd_sc_hd__clkbuf_8
  Setup Buffers After CTS ........................ 0
  Cts bufs inserted ........................ 5
  Maximum buffer depth of the clock tree ........................ 2
  Total number of H-tree levels ........................ 2
  Number of sinks on the clock net ........................ around 50

[Die]
  Boundary Pins ........................ 22
  Num rows ........................ 28
  Initial Utilization ........................ 0.315
  Chip width ........................ 81.5 um
  Die span in y ........................ 81.5 um

[Place]
  Count of input and output buffers ........................ 13
  Final weighted congestion of routability-driven global placement ........................ 0.762
  Dpl hpwl ........................ 1910 um

----------------------------------------------------
[kinds of logic after synthesis]
kind of cell / Yosys count / synth area share
AND-OR/OR-AND: 9 / 0.0336
buffers and inverters: 37 / 0.0791
flip-flops: 50 / 0.659
multiplexers: 11 / 0.124
AND/OR/NAND/NOR: 27 / 0.104
[per-stage QoR]
| stage | hold WS (ns) | setup slack [ns] | power (W) | cells | instance area, sq um |
|---|---|---|---|---|---|
| after detailed placement | 0.335 | 0.532 | 0.00135 | 189 | 1990 |
| after global placement | 0.331 | 0.563 | 0.00133 | 189 | 1990 |
| after floorplan | 0.331 | 0.799 | 0.00128 | 134 | 1900 |
[synthesized netlist by cell type]
| library cell | number | area, sq um |
|---|---|---|
| sky130_fd_sc_hd__a21oi_1 | 3 | 15.0 |
| sky130_fd_sc_hd__a41oi_1 | 1 | 8.76 |
| sky130_fd_sc_hd__and3_1 | 1 | 6.26 |
| sky130_fd_sc_hd__and3b_1 | 1 | 8.76 |
| sky130_fd_sc_hd__buf_4 | 1 | 7.51 |
| sky130_fd_sc_hd__buf_6 | 1 | 11.3 |
| sky130_fd_sc_hd__clkbuf_1 | 33 | 124 |
| sky130_fd_sc_hd__dfrtp_1 | 50 | 1250 |
| sky130_fd_sc_hd__inv_1 | 2 | 7.51 |
| sky130_fd_sc_hd__mux2_2 | 2 | 22.5 |
| sky130_fd_sc_hd__mux2i_1 | 1 | 10.0 |
| sky130_fd_sc_hd__mux4_1 | 6 | 158 |
| sky130_fd_sc_hd__mux4_2 | 2 | 45.0 |
| sky130_fd_sc_hd__nand2_1 | 4 | 15.0 |
| sky130_fd_sc_hd__nand2_2 | 1 | 6.26 |
| sky130_fd_sc_hd__nand2b_1 | 3 | 18.8 |
| sky130_fd_sc_hd__nand4_1 | 2 | 12.5 |
| sky130_fd_sc_hd__nand4bb_1 | 1 | 11.3 |
| sky130_fd_sc_hd__nor2_1 | 1 | 3.75 |
| sky130_fd_sc_hd__nor2b_1 | 1 | 6.26 |
| sky130_fd_sc_hd__nor3_1 | 2 | 10.0 |
| sky130_fd_sc_hd__nor3b_1 | 2 | 15.0 |
| sky130_fd_sc_hd__nor4_1 | 1 | 6.26 |
| sky130_fd_sc_hd__nor4_4 | 1 | 21.3 |
| sky130_fd_sc_hd__nor4b_2 | 1 | 15.0 |
| sky130_fd_sc_hd__nor4bb_1 | 2 | 20.0 |
| sky130_fd_sc_hd__o211a_1 | 1 | 10.0 |
| sky130_fd_sc_hd__o21a_1 | 1 | 7.51 |
| sky130_fd_sc_hd__o21ai_0 | 1 | 5.00 |
| sky130_fd_sc_hd__o2bb2ai_1 | 1 | 8.76 |
| sky130_fd_sc_hd__o32ai_1 | 1 | 8.76 |
| sky130_fd_sc_hd__or2_1 | 2 | 12.5 |
| sky130_fd_sc_hd__or3b_2 | 1 | 8.76 |
Power and IR drop assume default switching activity.
